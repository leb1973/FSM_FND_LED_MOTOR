===== flow/run.sh =====
#!/bin/bash
# OpenROAD 26Q1-2900-gdf79404cd8, Yosys 0.63+post, stock flow scripts
make -C /OpenROAD-flow-scripts/flow DESIGN_CONFIG=/design/flow/config.mk WORK_HOME=/design/flow/orfs finish

===== flow/config.mk =====
export PLATFORM = sky130hd
export DESIGN_NAME = counter_fnd
export DESIGN_NICKNAME = counter_fnd
export VERILOG_FILES = /design/flow/design.v
export SDC_FILE = /design/flow/constraint.sdc
export NUM_CORES = 4
export LEC_CHECK = 1
export CORE_AREA = 10 10 79 79
export DIE_AREA = 0 0 89 89

===== flow/constraint.sdc =====
current_design counter_fnd

set clk_period 3.6
set clk_io_pct 0.2

create_clock -name clk0 -period $clk_period [get_ports {i_clk}]

set non_clock_inputs [all_inputs -no_clocks]
set_input_delay [expr $clk_period * $clk_io_pct] -clock clk0 $non_clock_inputs
set_output_delay [expr $clk_period * $clk_io_pct] -clock clk0 [all_outputs]

===== flow/design.v =====
`timescale 1ns / 1ps
module counter_fnd(
    input i_clk,
    input i_reset,
    output [13:0] o_counter
    );
    reg [13:0] r_counter = 0 ;
    assign o_counter = r_counter;
    always @(posedge i_clk or posedge i_reset) begin
        if(i_reset) begin
            r_counter <= 0;
        end
        else begin
             if(r_counter == 9999) begin
                r_counter <= 0;
            end
            else begin
                r_counter <= r_counter +1;
            end
        end
    end
endmodule

==> metrics.log <==
[metrics] run summary
INFO  metric finClkSkew = approximately 0.0023 ns
INFO  metric routed_wire_length_per_instance = around 12 microns
INFO  metric first_global_vias = 605
INFO  metric timing.slew.headroom = 65.89%
INFO  metric cts-buffers-inserted = 3
INFO  metric crit_path_start_kind = flip-flop
INFO  metric status = completed
INFO  metric postSynthCellCount = 66
INFO  metric worstReg2RegStart = r_counter[0]$_DFF_PP0_
INFO  metric enable_flop_cells = 0
INFO  metric biggestRegsByFlops = r_counter x14
INFO  metric setup-tns-final = 0 ns
INFO  metric io_pins = 16
INFO  metric rsz0062_at_grt = false
INFO  metric avg_vias_per_cell = 4.245
INFO  metric firstDrtPassIters = 4
INFO  metric synth.cellmix.adderShare = under 10%
INFO  metric synthTopLogicFamily = simple AND/OR/NAND/NOR gates
INFO  metric critPathArrivalTime = 1.23 ns
INFO  metric detail_route.wirelength = approximately 1700 microns
INFO  metric worst_hold_startpoint = r_counter[7]$_DFF_PP0_
INFO  metric criticalPathCategory = reg2out
INFO  metric path_delay_family = buffers and inverters
INFO  metric worst-r2r-setup-slack = 1.85 ns
INFO  metric die_y = 89 microns
INFO  metric log.warning_count = 26
INFO  metric ys_area = 700.7 sq um
INFO  metric synth_seq_share = about half
INFO  metric floorplan.die.width = 89 microns
INFO  metric slowest_stage_cell_crit_path = sky130_fd_sc_hd__clkdlybuf4s50_1
INFO  metric groute.usage.overall = 4.711%
INFO  metric cts.path.max_buffers = 2
INFO  metric tritoncts_sink_count = 14
INFO  metric fin_total_pwr = 314.2 uW
INFO  metric placement_rows = 25
INFO  metric core_area = around 4700 sq um
INFO  metric cts_root_buf = sky130_fd_sc_hd__clkbuf_8
INFO  metric ys_types = 25
INFO  metric final_layout_top_logic_cells = 15 x sky130_fd_sc_hd__clkdlybuf4s50_1, 14 x sky130_fd_sc_hd__dfrtp_1, 5 x sky130_fd_sc_hd__nand3_1, 5 x sky130_fd_sc_hd__nand2_1
INFO  metric maxCapViolations = 0
INFO  metric setup_violations = 0
INFO  metric diodes = 0
INFO  metric drv_slew = 0
INFO  metric cts_hold_buffers = 0
INFO  metric worstSkewPairLatency = 0.24 ns
INFO  metric hold-path-cell-count = 1
INFO  metric timing.final.crit_share = roughly 54%
INFO  metric overflow = 0
INFO  metric place.detailed.hpwl = approximately 1300 microns
INFO  metric synthMuxAreaShare = 0%
INFO  metric synth.yosys.num_cells = roughly 66
INFO  metric critical-path-max-stage-delay = 0.53 ns
INFO  metric layout.cells.most_common = sky130_fd_sc_hd__clkdlybuf4s50_1
INFO  metric postCtsResizedCells = 0
INFO  metric route.antenna.remaining_nets = 0
INFO  metric setup.worst_path.end_class = output pin
INFO  metric cellLeakagePower = 0.0004087 uW
INFO  metric ys_async_rst_share = 100.0%
INFO  metric tritoncts_clock_tree = yes
INFO  metric vdd_drop_max = roughly 0.00014 V
INFO  metric post-route-min-period = about 2 ns
INFO  metric synth.yosys.warnings = 1
INFO  metric powerDensity = 322.7 nW/um^2
INFO  metric xor_share = under 10%
INFO  metric syn_avg_cell_area = 10.62 sq um
INFO  metric multi_input_comb_area = around 340 sq um
INFO  metric ys_sh_simple = 28.21%
INFO  metric grt_max_degree = 15
INFO  metric synth_area = 700.7 sq um
INFO  metric postSynthRegisterBits = 14
INFO  metric finalWeightedCongestion = 0.7850
INFO  metric hold_path_end = r_counter[7]$_DFF_PP0_
INFO  metric grt_antenna_before_repair = 0
INFO  metric postCtsSetupRepairBufs = 0
INFO  metric dominantRegCellSynth = sky130_fd_sc_hd__dfrtp_1
INFO  metric worst-r2r-cell-count = 4
INFO  metric num_vias = 590
INFO  metric compound_area_share = approximately 7.3%
INFO  metric htree_num_levels = 1
INFO  metric i_o_buffers = 15
INFO  metric fmax = a little over 500 MHz
INFO  metric nFillCells = about 490
INFO  metric final-hold-violation-count = 0
INFO  metric tightest_slew = 0.5110 ns
INFO  metric die-area = 7921 sq um
INFO  metric critPathMaxFanout = 7
INFO  metric clkSlewWorstSetupHoldPaths = roughly 0.06 ns
INFO  metric layout-drive-gt1-share = 9.412%
INFO  metric detail_route.drc_violations = 0
INFO  metric floorplan.core_util = 15.03%
INFO  metric path_buffers = 1
INFO  metric critical_path.cell_chain = clkdlybuf4s50_1
INFO  metric area.growth.synth_to_final = 38.93%
INFO  metric worst_hold_path_type = reg2reg
INFO  metric grt_first_pass_wirelength = 3008 microns
INFO  metric regMostFlops = r_counter
INFO  metric drt_iter0_markers = ~48
INFO  metric largest_register_ff_count = 14
INFO  metric sequential_cell_area = about 350 sq um
INFO  metric critical_path_required = between 2 and 3 ns
INFO  metric rr_endpoint = r_counter[13]$_DFF_PP0_
## logic make-up (layout without fill, tap and decap cells)
group | Yosys count | in the layout
buffers and inverters | 4 | 23
adder cells (fa/ha/maj) | 2 | 2
AND/OR/NAND/NOR | 31 | 31
XOR/XNOR | 7 | 7
flip-flops | 14 | 14
AND-OR/OR-AND | 8 | 8
## Yosys cell counts, types with 2 or more instances
master                    instances  area, sq um
sky130_fd_sc_hd__o31ai_1          2        15.01
sky130_fd_sc_hd__nand3_1          5        25.02
sky130_fd_sc_hd__nor3_1           3        15.01
sky130_fd_sc_hd__a21oi_1          3        15.01
sky130_fd_sc_hd__xor2_1           4        35.03
sky130_fd_sc_hd__nand2_1          5        18.77
sky130_fd_sc_hd__inv_1            4        15.01
sky130_fd_sc_hd__xnor2_1          3        26.28
sky130_fd_sc_hd__nor2_1           3        11.26
sky130_fd_sc_hd__o21ai_0          2        10.01
sky130_fd_sc_hd__ha_1             2        25.02
sky130_fd_sc_hd__or4_1            2        15.01
sky130_fd_sc_hd__nand4_1          2        12.51
sky130_fd_sc_hd__nor4_1           2        12.51
sky130_fd_sc_hd__dfrtp_1         14        350.3
## power breakdown
| part | switching, uW | leakage [uW] | internal (uW) |
|---|---|---|---|
| Clock | 56.0 | 0.0000288 | 96.8 |
| Sequential | 0 | 0.000186 | 157 |
| Combinational | 2.95 | 0.000194 | 1.01 |
| Total | 59.0 | 0.000409 | 255 |
## metal layers
metal	GRT usage, %	share of wire, %
met1	6.095	43
met5	0	0
met2	7.314	45
met3	2.388	11
met4	0.1445	0
## how the worst max path moves through the flow
stage / start / end / slack (ns) / cells past startpoint
after CTS: r_counter[4]$_DFF_PP0_ / o_counter[4] / 1.64 / 1
after global routing: r_counter[4]$_DFF_PP0_ / o_counter[4] / 1.57 / 1
final: r_counter[0]$_DFF_PP0_ / o_counter[0] / 1.65 / 1
## metrics by stage
step	std cells	util, %	worst slack [ns]	hold slack, ns	instance area (sq um)
finish	139	20.89	1.647	0.5376	973.4
global route	139	20.89	1.575	0.5718	973.4
CTS	139	20.89	1.636	0.5403	973.4
floorplan	66	-	2.101	0.4758	700.7
detailed placement	135	19.70	1.903	0.5320	918.4
global placement	135	19.70	1.914	0.5170	918.4
## area by class of cell
cell class | instances | area share (%)
Tap cell | 54 | 6.941
Timing Repair Buffer | 15 | 15.42
Clock buffer | 4 | 5.656
Multi-Input combinational cell | 48 | 34.45
Sequential cell | 14 | 35.99
Inverter | 4 | 1.542
No activity file was given, so power comes from the tool's default toggle rates.
